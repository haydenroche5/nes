`/design/flow/design.v`:
```
parameter SHIFT_LEFT_BI = 44'b0000;
parameter SHIFT_RIGHT_BI = 4'b0001;
parameter DECREMENT = 4'b0010;
parameter INCREMENT = 4'b0011;
parameter ROTATE_LEFT_BI = 4'b0100;
parameter ROTATE_RIGHT_BI = 4'b0101;
parameter SHIFT_LEFT_AI = 4'b0110;
parameter SHIFT_RIGHT_AI = 4'b0111;
parameter ROTATE_LEFT_AI = 4'b1000;
parameter ROTATE_RIGHT_AI = 4'b1001;
parameter ADD = 4'b1010;
parameter PASS_BI = 4'b1011;
module ABR  (
	clk,
	reset_l,
	data,
	ABL_load,
	ABL_sel,
	ABH_load,
	ABH_sel,
	ACC,
	ALU,
	PCL,
	PCH,
	addr
);
parameter DATA_ABL = 3'b000;
parameter ACC_ABL = 3'b001;
parameter ALU_ABL = 3'b010;
parameter PCL_ABL = 3'b011;
parameter FD_ABL = 3'b100;
parameter FC_ABL = 3'b101;
parameter CLR_ABH = 2'b00;
parameter DATA_ABH = 2'b01;
parameter PCH_ABH = 2'b10;
parameter FF_ABH = 2'b11;
parameter ACC_AI = 2'b00;
parameter X_AI = 2'b01;
parameter Y_AI = 2'b10;
input clk;
input reset_l;
input [7:0] data;
input ABL_load;
input [2:0] ABL_sel;
input ABH_load;
input [1:0] ABH_sel;
input [7:0] ACC;
input [7:0] ALU;
input [7:0] PCL;
input [7:0] PCH;
wire [7:0] data;
wire [2:0] ABL_sel;
wire [1:0] ABH_sel;
wire [7:0] ACC;
wire [7:0] ALU;
wire [7:0] PCL;
wire [7:0] PCH;
output [15:0] addr;
wire [15:0] addr = {ABH, ABL};
reg [7:0] ABL;
reg [7:0] ABH;
always @(posedge clk) begin : ABL_reg
    if (~reset_l) begin
        ABL <= 0;
    end else if (ABL_load) begin
        case (ABL_sel)
            DATA_ABL:
                ABL <= data;
            ACC_ABL:
                ABL <= ACC;
            ALU_ABL:
                ABL <= ALU;
            PCL_ABL:
                ABL <= PCL;
            FC_ABL:
                ABL <= 8'hFC;
            FD_ABL:
                ABL <= 8'hFD;
        endcase
    end
end
always @(posedge clk) begin : ABH_reg
    if (~reset_l) begin
        ABH <= 0;
    end else if (ABH_load) begin
        case (ABH_sel)
            CLR_ABH:
                ABH <= 0;
            DATA_ABH:
                ABH <= data;
            PCH_ABH:
                ABH <= PCH;
            FF_ABH:
                ABH <= 8'hFF;
        endcase
    end
end
endmodule
```
`/design/flow/run.sh`:
```
#!/bin/bash
# OpenROAD 26Q1-2900-gdf79404cd8, Yosys 0.63+post, stock flow scripts
make -C /OpenROAD-flow-scripts/flow DESIGN_CONFIG=/design/flow/config.mk WORK_HOME=/design/flow/orfs finish
```
`/design/flow/config.mk`:
```
export PLATFORM = sky130hd
export DESIGN_NAME = ABR
export DESIGN_NICKNAME = ABR
export VERILOG_FILES = /design/flow/design.v
export SDC_FILE = /design/flow/constraint.sdc
export NUM_CORES = 4
export LEC_CHECK = 1
export CORE_AREA = 10 10 87 87
export DIE_AREA = 0 0 97 97
```
`/design/flow/constraint.sdc`:
```
current_design ABR

set clk_period 1.8
set clk_io_pct 0.2

create_clock -name clk0 -period $clk_period [get_ports {clk}]

set non_clock_inputs [all_inputs -no_clocks]
set_input_delay [expr $clk_period * $clk_io_pct] -clock clk0 $non_clock_inputs
set_output_delay [expr $clk_period * $clk_io_pct] -clock clk0 [all_outputs]
```
==> job_summary.md <==
## PnR job results

| Metric | Value |
|---|---|
| DRT Pass-1 Iters | `3` |
| Max rail drop VDD | `between 200 and 250 uV` |
| Critical Path RT | `1.94 ns` |
| Min-delay src | `ABL[0]$_SDFFE_PN0P_` |
| R2R Setup Slk | `~1.1 ns` |
| Setup violations, final | `0` |
| Hold/Removal Path Class | `reg2reg` |
| Root buffer cell | `clkbuf_8` |
| Slew margin rel. | `a little under three quarters` |
| Antenna violations before repair | `0` |
| Max Cap Viol | `0` |
| FF-to-FF End | `ABH[5]$_SDFFE_PN0P_` |
| Slowest-stage cell, CP | `mux4_1` |
| Routed Antenna Nets | `0` |
| CP top delay family | `buffers and inverters` |
| Fin crit period | `approximately 1.6 ns` |
| Mapped cell area | `between 900 and 1000 um^2` |
| Ys cells | `approximately 96` |
| Most common logic cells in the final layout | `clkdlybuf4s50_1, dfxtp_1, a21oi_1, nor2_1, nor3_1` |
| Die Area | `9410 um^2` |
| Setup TNS Final | `0 ns` |
| Clock transition at the registers of the reported paths | `0.07 ns` |
| Via density | `between 4 and 5` |
| CTS tree | `yes` |
| Worst Setup Start Kind | `input port` |
| Clock skew | `0 ns` |
| Dpl hpwl | `just over 3 mm` |
| Buffer and inverter count on the worst path | `2` |
| H-tree depth | `1` |
| CTS Sinks | `16` |
| RSZ-0062 raised after global routing | `no` |
| DIE HEIGHT | `a little under 100 um` |
| Maximum clock frequency | `609 MHz` |
| Outcome | `completed` |
| Yosys Chip Area | `910 um^2` |
| Overall routing resource usage | `under 10%` |
| Post-route design area | `~1700 um^2` |
| Synth warn | `1` |
| Async set-reset flop share out of synthesis | `0%` |
| Post-CTS resize count | `0` |
| Worst Max-Slew Pin Slew | `0.424 ns` |
| Pwr/cell area | `559 nW/um^2` |
| DRC Markers | `0` |
| Worst r2r src | `ABH[5]$_SDFFE_PN0P_` |
| R2R cell count | `2` |
| Post-synth EDFFs | `0` |
| Most used logic cell in the final layout | `clkdlybuf4s50_1` |
| Syn avg cell area | `between 9 and 10 um^2` |
| Leak | `0.617 nW` |
| Post-layout period usage | `91.2%` |
| Total CTS buffers | `3` |
| Buffer depth of the longest clock path | `2` |
| Area grow syn2layout | `86.7%` |
| Final cell count without fillers | `235` |
| Tool Warnings | `25` |
| Setup Crit Path Kind | `in2reg` |
| Die Width | `just under 100 um` |
| Setup crit end kind | `register` |
| CORE AREA | `about 5600 um^2` |
| Fraction of layout cells with a size suffix above 1 | `10.4%` |
| WP data arrival | `1.78 ns` |
| Flops & latches, synth | `16` |
| Global route total overflow | `0` |
| First-pass GRT wire length | `5.82 mm` |
| Final count of pins violating max slew | `0` |
| Hold EP | `ABL[0]$_SDFFE_PN0P_` |
| N_diodes | `0` |
| Hold WS | `0.468 ns` |
| Rows | `27` |
| CP Max Fanout | `6` |
| Largest net degree at the start of global routing | `17` |
| Io pins | `65` |
| Cell variety after synth | `25` |
| Synth Flop Type | `dfxtp_1` |
| Pwr Total | `roughly 0.95 mW` |
| CP Cell Sequence | `clkdlybuf4s50_1 -> buf_4 -> mux4_1 -> o221a_2` |
| Cells on Worst Hold Path | `2` |
| 1st-iter DRT viols | `27` |
| Synthesized instance count | `96` |
| Placed cell areas | `between 1500 and 2000 um^2` |
| Routed wire per std cell | `around 16 um` |
| CP peak stage delay | `approximately 0.54 ns` |
| Number of global-route vias before repair | `about 1,100` |
| Placed cell count | `approximately 230` |
| Fp util | `between 10% and 20%` |
| Seq share, synth | `between 30% and 40%` |
| Vias | `between 900 and 1,000` |
| Final hold vios | `0` |
| Port-buffer cells | `~64` |
| Routability congestion estimate | `0.763` |
| Hold_buf cts | `0` |
| Latency at later pin | `approximately 0.25 ns` |
| Setup repair bufs after CTS | `0` |
| Total wire length | `3.69 mm` |
==> where the power goes <==
part	switching [mW]	total (mW)	leakage, nW	internal (mW)
sequential	0.0114	0.391	0.132	0.380
clock	0.126	0.274	0.0216	0.148
combinational	0.0857	0.284	0.463	0.198
total	0.223	0.950	0.617	0.726
==> metal layers <==
metal | part of all wire (%) | wire length [um] | vias up | GRT usage (%)
met1 | 45 | 1660 | 448 | 10.0
met3 | 11 | 410 | 2 | 4.01
li1 | - | - | 497 | -
met5 | 0 | 0 | - | 0
met4 | 0.49 | 18 | 0 | 0.676
met2 | 43 | 1600 | 43 | 11.6
==> cells by family after synthesis <==
kind of cell,share of synthesized area (%)
buf+inv,4.81
simple gates,19.4
mux,17.2
flops,35.2
compound gates,23.4
==> synth_stat cells, types with 3 or more instances <==
library cell / count / area, um^2
dfxtp_1: 16 / 320
a21oi_1: 13 / 65.1
nor2_1: 9 / 33.8
nor3_1: 9 / 45.0
nor2b_1: 8 / 50.1
o21a_1: 7 / 52.6
clkbuf_1: 3 / 11.3
mux4_1: 3 / 78.8
mux4_2: 3 / 67.6
nand2b_1: 3 / 18.8
o221a_1: 3 / 33.8
o221a_2: 3 / 33.8
==> worst reg2reg max path, cell delays in order, from the launching register on <==
cell,delay (ns)
dfxtp_1,0.31
nor2b_1,0.12
o21a_1,0.17
==> cell type report <==
cell class	count	area, um^2
repair buffers	71	693
flip-flops and latches	16	320
well taps	72	90.1
clock buffers	3	41.3
inverters	2	7.51
fillers	604	3940
multi-input cells	71	546
==> metrics by stage <==
stage	setup slack (ns)	util, %
global route	0.0933	30.1
detailed placement	-0.115	29.4
CTS	0.152	30.1
finish	0.159	30.1
global placement	-0.109	29.4
floorplan	0.503	-
==> how the worst max path moves through the flow <==
stage	from	to	slack (ns)	cells after the start
4_1_cts	ABL_sel[1]	ABL[2]$_SDFFE_PN0P_	0.15	4
6_report	ABL_sel[1]	ABL[2]$_SDFFE_PN0P_	0.16	4
5_1_grt	ABL_sel[1]	ABL[2]$_SDFFE_PN0P_	0.09	4
Power figures rest on the tool's default switching activity, not on a simulated workload.
